File: /design/flow/config.mk
export PLATFORM = sky130hd
export DESIGN_NAME = sad_8_2_arch1
export DESIGN_NICKNAME = sad_8_2_arch1
export VERILOG_FILES = /design/flow/design.v
export SDC_FILE = /design/flow/constraint.sdc
export NUM_CORES = 4
export LEC_CHECK = 1
export CORE_UTILIZATION = 50
File: /design/flow/design.v
module compressor_4_2(a,b,c,d,cin,sum,carry,cout);
input	a;
input	b;
input	c;
input	d;
input	cin;				 
output	sum;
output	carry;
output	cout;				 
assign s1  = a  ^ b;
assign s2  = c  ^ d;
assign s3  = s1 ^ s2;
assign sum   = s3 ^ cin;
assign carry = s3 ? cin : d;
assign cout  = s1 ? c : a;
endmodule
`timescale 1ns / 1ps
module compressor_82_42(A,B,C,D,E,F,G,H,Cin0,Cin1,Cin2,Cin3,Cin4,
                        Sum,Carry,Cout0,Cout1,Cout2,Cout3,Cout4);
 input	A;
 input	B;
 input	C;
 input	D;
 input	E;
 input	F;
 input	G;
 input	H;
 input	Cin0;				 
 input	Cin1;				 
 input	Cin2;				 
 input	Cin3;				 
 input	Cin4;				 
 output	Sum;
 output	Carry;
 output	Cout0;				 
 output	Cout1;				 
 output	Cout2;				 
 output	Cout3;				 
 output	Cout4;				 
compressor_4_2	COMP_4_2_0(
                           .a			(E),
                           .b			(F),
                           .c			(G),
                           .d			(H),
                           .cin		    (Cin0),
                           .sum			(Sum_4_2_0),
                           .carry		(Cout3),
                           .cout		(Cout2)
                          );
compressor_4_2	COMP_4_2_1(
                           .a			(A),
                           .b			(B),
                           .c			(C),
                           .d			(D),
                           .cin		    (Cin1),
                           .sum			(Sum_4_2_1),
                           .carry		(Cout1),
                           .cout		(Cout0)
                          );
compressor_4_2	COMP_4_2_2(
                           .a			(Cin2),
                           .b			(Sum_4_2_1),
                           .c			(Cin3),
                           .d			(Sum_4_2_0),
                           .cin		    (Cin4),
                           .sum			(Sum),
                           .carry		(Carry),
                           .cout		(Cout4)
                          );						  
endmodule  
`timescale 1ns / 1ps
module compressor_array_82_42(P0,P1,P2,P3,P4,P5,P6,P7,Sum);
input	[7:0] P0,P1,P2,P3,P4,P5,P6,P7;
output	[10:0] Sum;
wire    [7:0]  S,Carry,Cout0,Cout1,Cout2,Cout3,Cout4;
wire    [10:0] C;
wire    [2:0]  c_sum;
 compressor_82_42 COMPRESSOR_82_42_I0(
								      .A(P0[0]),
								      .B(P1[0]),
								      .C(P2[0]),
								      .D(P3[0]),
								      .E(P4[0]),
								      .F(P5[0]),
								      .G(P6[0]),
									  .H(P7[0]),
								      .Cin0(1'b0),
								      .Cin1(1'b0),
								      .Cin2(1'b0),
								      .Cin3(1'b0),
								      .Cin4(1'b0),
								      .Sum(S[0]),
								      .Carry(Carry[0]),
								      .Cout0(Cout0[0]),
								      .Cout1(Cout1[0]),
								      .Cout2(Cout2[0]),
								      .Cout3(Cout3[0]),
								      .Cout4(Cout4[0])
								    );
genvar i;
generate
begin
 	for(i=1; i<=7; i=i+1) begin 
	compressor_82_42 COMPRESSOR_82_42_I(
  							            .A(P0[i]),
								        .B(P1[i]),
								        .C(P2[i]),
								        .D(P3[i]),
										.E(P4[i]),
										.F(P5[i]),
										.G(P6[i]),
										.H(P7[i]),
										.Cin0(Cout0[i-1]),
										.Cin1(Cout1[i-1]),
										.Cin2(Cout2[i-1]),
										.Cin3(Cout3[i-1]),
										.Cin4(Cout4[i-1]),
										.Sum(S[i]),
										.Carry(Carry[i]),
										.Cout0(Cout0[i]),
										.Cout1(Cout1[i]),
										.Cout2(Cout2[i]),
										.Cout3(Cout3[i]),
										.Cout4(Cout4[i])
										);
	end
end	
endgenerate
full_adder FULL_ADDER_0(
						.i_x1		(Carry[0]),
						.i_x2		(S[1]),
						.i_cin		(1'b0),
						.o_sum		(Sum[1]),
						.o_carry	(C[0])
					   ); 
full_adder FULL_ADDER_1(
						.i_x1		(Carry[1]),
						.i_x2		(S[2]),
						.i_cin		(C[0]),
						.o_sum		(Sum[2]),
						.o_carry	(C[1])
					   );
full_adder FULL_ADDER_2(
						.i_x1		(Carry[2]),
						.i_x2		(S[3]),
						.i_cin		(C[1]),
						.o_sum		(Sum[3]),
						.o_carry	(C[2])
					   );
full_adder FULL_ADDER_3(
						.i_x1		(Carry[3]),
						.i_x2		(S[4]),
						.i_cin		(C[2]),
						.o_sum		(Sum[4]),
						.o_carry	(C[3])
					   );
full_adder FULL_ADDER_4(
						.i_x1		(Carry[4]),
						.i_x2		(S[5]),
						.i_cin		(C[3]),
						.o_sum		(Sum[5]),
						.o_carry	(C[4])
					   );
full_adder FULL_ADDER_5(
						.i_x1		(Carry[5]),
						.i_x2		(S[6]),
						.i_cin		(C[4]),
						.o_sum		(Sum[6]),
						.o_carry	(C[5])
					   );
full_adder FULL_ADDER_6(
						.i_x1		(Carry[6]),
						.i_x2		(S[7]),
						.i_cin		(C[5]),
						.o_sum		(Sum[7]),
						.o_carry	(C[6])
					   ); 
full_adder FULL_ADDER_8(
						.i_x1		(C[6]),
						.i_x2		(Cout0[7]),
						.i_cin		(Cout1[7]),
						.o_sum		(c_sum[0]),
						.o_carry	(C[7])
					   );
full_adder FULL_ADDER_9(
						.i_x1		(Cout2[7]),
						.i_x2		(Cout3[7]),
						.i_cin		(Cout4[7]),
						.o_sum		(c_sum[1]),
						.o_carry	(C[8])
					   );
full_adder FULL_ADDER_10(
						.i_x1		(c_sum[0]),
						.i_x2		(c_sum[1]),
						.i_cin		(Carry[7]),
						.o_sum		(Sum[8]),
						.o_carry	(C[9])
					   );
full_adder FULL_ADDER_11(
						.i_x1		(C[7]),
						.i_x2		(C[9]),
						.i_cin		(C[8]),
						.o_sum		(c_sum[2]),
						.o_carry	(C[10])
					   );
assign Sum[9]  = c_sum[2];
assign Sum[10] = C[10];
assign Sum[0]  = S[0];
endmodule
`timescale 1ns / 1ps
module full_adder(i_x1,i_x2,i_cin,o_sum,o_carry);
  input  i_x1;                
  input  i_x2;                
  input  i_cin;             
  output o_sum;
  output o_carry;
  wire   w_WIRE_1;
  wire   w_WIRE_2;
  wire   w_WIRE_3;
  assign w_WIRE_1 =  i_x1 ^ i_x2;
  assign w_WIRE_2 =   w_WIRE_1  & i_cin;
  assign w_WIRE_3 = (!w_WIRE_1) & i_x1;
  assign o_sum   =  w_WIRE_1 ^ i_cin;
  assign o_carry =  w_WIRE_2 | w_WIRE_3;
endmodule  
`timescale 1ns / 1ps
module ripple_carry_adder 
  #(parameter WIDTH = 2)
  (
   input [WIDTH-1:0] i_add_term1,
   input [WIDTH-1:0] i_add_term2,
   input                      i_carry_in,
   output [WIDTH:0]  o_result
   );
  wire [WIDTH:0]     w_CARRY;
  wire [WIDTH-1:0]   w_SUM;
   assign w_CARRY[0] = i_carry_in;
  genvar             ii;
  generate 
    for (ii=0; ii<WIDTH; ii=ii+1) 
      begin
        full_adder FA_rca( 
                          .i_x1     (i_add_term1[ii]),
                          .i_x2     (i_add_term2[ii]),
                          .i_cin    (w_CARRY[ii]),
                          .o_sum    (w_SUM[ii]),
                          .o_carry  (w_CARRY[ii+1])
                         );
      end
  endgenerate
  assign o_result = {w_CARRY[WIDTH], w_SUM};    
endmodule  
`timescale 1ns / 1ps
module sad_8_2_arch1(clk,reset,org0,org1,org2,org3,org4,org5,org6,org7,
                               ref0,ref1,ref2,ref3,ref4,ref5,ref6,ref7,final_sum);
input          clk,reset; 
input	[7:0]  ref0,ref1,ref2,ref3,ref4,ref5,ref6,ref7;
input	[7:0]  org0,org1,org2,org3,org4,org5,org6,org7;
output	[15:0] final_sum;
wire	[10:0] sad_sum;
wire    [15:0]  rca_sum;
reg     [15:0]  sum_reg;
reg     [7:0]   sad_0,sad_1,sad_2,sad_3,sad_4,sad_5,sad_6,sad_7;
always @(posedge clk)
begin
  if(reset)
	sad_0 <= 8'd0;  
  else if (org0 > ref0)
	sad_0 <= org0 - ref0;
  else  
	sad_0 <= ref0 - org0;
end      
always @(posedge clk)
begin
  if(reset)
	sad_1 <= 8'd0;  
  else if (org1 > ref1)
	sad_1 <= org1 - ref1;
  else  
	sad_1 <= ref1 - org1;
end      
always @(posedge clk)
begin
  if(reset)
	sad_2 <= 8'd0;  
  else if (org2 > ref2)
	sad_2 <= org2 - ref2;
  else  
	sad_2 <= ref2 - org2;
end      
always @(posedge clk)
begin
  if(reset)
	sad_3 <= 8'd0;  
  else if (org3 > ref3)
	sad_3 <= org3 - ref3;
  else  
	sad_3 <= ref3 - org3;
end      
always @(posedge clk)
begin
  if(reset)
	sad_4 <= 8'd0;  
  else if (org4 > ref4)
	sad_4 <= org4 - ref4;
  else  
	sad_4 <= ref4 - org4;
end      
always @(posedge clk)
begin
  if(reset)
	sad_5 <= 8'd0;  
  else if (org5 > ref5)
	sad_5 <= org5 - ref5;
  else  
	sad_5 <= ref5 - org5;
end      
always @(posedge clk)
begin
  if(reset)
	sad_6 <= 8'd0;  
  else if (org6 > ref6)
	sad_6 <= org6 - ref6;
  else  
	sad_6 <= ref6 - org6;
end      
always @(posedge clk)
begin
  if(reset)
	sad_7 <= 8'd0;  
  else if (org7 > ref7)
	sad_7 <= org7 - ref7;
  else  
	sad_7 <= ref7 - org7;
end    
compressor_array_82_42 COMPRESSOR_ARRAY_82_42(
											  .P0		(sad_0),
											  .P1		(sad_1),
											  .P2		(sad_2),
											  .P3		(sad_3),
											  .P4		(sad_4),
											  .P5		(sad_5),
											  .P6		(sad_6),
											  .P7		(sad_7),
											  .Sum		(sad_sum)
											 ); 
ripple_carry_adder #(.WIDTH(15)) RCA_inst_1_1(
                                              .i_add_term1   ({4'd0,sad_sum}),
                                              .i_add_term2   (sum_reg[14:0]),
   											  .i_carry_in    (1'b0),   
                                              .o_result      (rca_sum)
                                             );	
reg reset_l;											 
always @ (posedge clk)
begin
	reset_l <= reset;
end
always @(posedge clk)
begin
	if(reset_l)
		sum_reg <= 16'd0;
	else
		sum_reg <= rca_sum[15:0];
end
assign final_sum = sum_reg[15:0];
endmodule  
File: /design/flow/constraint.sdc
current_design sad_8_2_arch1

set clk_period 7.5
set clk_io_pct 0.2

create_clock -name clk0 -period $clk_period [get_ports {clk}]

set non_clock_inputs [all_inputs -no_clocks]
set_input_delay [expr $clk_period * $clk_io_pct] -clock clk0 $non_clock_inputs
set_output_delay [expr $clk_period * $clk_io_pct] -clock clk0 [all_outputs]
File: /design/flow/run.sh
#!/bin/bash
# OpenROAD 26Q1-2900-gdf79404cd8, Yosys 0.63+post, stock flow scripts
make -C /OpenROAD-flow-scripts/flow DESIGN_CONFIG=/design/flow/config.mk WORK_HOME=/design/flow/orfs finish
==> results.sh <==
# source this file to load flow results
export IMPL_portBuffers=145
export IMPL_crit_required_ns=7.72
export IMPL_wl_per_cell_um=13.0
export IMPL_synth_flops=81
export IMPL_clock_path_buffers=2
export IMPL_core_area_mm2=0.0197
export IMPL_yosysWarnings=6
export IMPL_die_w_um=144
export IMPL_dp_cells=1588
export IMPL_cts_tree="done"
export IMPL_grt_pass1_wl_mm=34.7
export IMPL_hold_viol=0
export IMPL_pin_count=146
export IMPL_syn_area_per_cell_um2=8.33
export IMPL_path_buffers=0
export IMPL_crit_fanout=7
export IMPL_ctsHoldBuffers=0
export IMPL_maxCapViolCount=0
export IMPL_grt_usage=0.209
export IMPL_power_density_mw_per_mm2=406
export IMPL_gp_congestion=0.933
export IMPL_die_h_um=144
export IMPL_grt_max_degree=66
export IMPL_htreeDepth=3
export IMPL_ys_cells=1216
export IMPL_cts_resized=0
export IMPL_leakage_nw=5.63
export IMPL_syn_to_final_growth_pct=18.8
export IMPL_crit_top_cell="ha_1"
export IMPL_worst_slack_ns=1.50
export IMPL_first_iter_violations=269
export IMPL_synth_top_flop_cell="dfxtp_1"
export IMPL_worstPathArrival_ns=6.22
export IMPL_setup_viol=0
export IMPL_critPathKind="reg2reg"
export IMPL_crit_cells=21
export IMPL_fin_crit_sh=0.800
export IMPL_post_cts_buffers=0
export IMPL_overflow=0
export IMPL_fin_crit_ns=6.00
export IMPL_drc_errors=0
export IMPL_finalNonFillerCells=1604
export IMPL_synth_edff_count=0
export IMPL_adder_share=0.217
export IMPL_netlist_area_mm2=0.0101
export IMPL_hpwl_mm=17.7
export IMPL_warnings=82
export IMPL_syn_inst=1216
export IMPL_reg2reg_slack_ns=1.50
export IMPL_yosysTopAreaCellShare=0.160
export IMPL_simple_gate_area_frac=0.137
export IMPL_first_pass_iters=5
export IMPL_dpl_worst_slack_ns=1.50
export IMPL_clock_skew_ns=0.00668
export IMPL_total_power_mw=4.89
export IMPL_critical_path_top_delay_family="adder cells"
export IMPL_maxSlewHeadroom=0.525
export IMPL_drive_gt1_frac=0.0553
export IMPL_cpPeakStageDelay_ns=0.53
export IMPL_aoi_share=0.197
export IMPL_status="complete, no violations"
export IMPL_std_cell_rows=51
export IMPL_clk_pin_slew_ns=0.07
export IMPL_clockRootBuffer="clkbuf_16"
export IMPL_synth_area_mux_share=0.0561
export IMPL_ir_drop_uv=370
export IMPL_cp_cell_sequence="xor3_2, nand2_1, xor3_1, xor2_1, ha_1, a2111oi_0, nor3_1, a21o_1, o31a_1, o31a_1, maj3_1, xor2_1, nor2_1, o31ai_2, maj3_2, maj3_1, ha_1, ha_1, ha_1, ha_1, nor2b_1"
export IMPL_ff2ff_path_depth=21
export IMPL_slowest_stage="xor3_2"
export IMPL_synthArstFlopShare=0
export IMPL_tightest_slew_ns=0.713
export IMPL_cts_buffers=9
export IMPL_grt_pass1_vias=7416
export IMPL_ys_types=80
export IMPL_area_leaders="dfxtp_1, ha_1, xnor2_1"
export IMPL_synth_seq_share=0.160
export IMPL_largest_register_ffs=16
export IMPL_fp_util=0.515
export IMPL_fmax_ghz=0.167
export IMPL_clock_sinks=81
export IMPL_cp_start_kind="register"
export IMPL_finalMaxSlewViolations=0
export IMPL_ant_nets=0
export IMPL_antenna_found_initial=0
export IMPL_die_area_mm2=0.0208
export IMPL_num_antenna_cells=0
export IMPL_synth_most_common_cell="inv_1"
export IMPL_holdPathStages=2
export IMPL_yosys_area_top_type="dfxtp_1"
export IMPL_vias_per_cell=5.18
export IMPL_vias=8302
export IMPL_routed_wl_mm=20.9
export IMPL_rsz0062_at_grt="no"
export IMPL_top_logic_kind="adder cells"
export IMPL_min_path_type="reg2reg"
export IMPL_yosys_area_mm2=0.0101
export IMPL_clk_latency_ns=0.35
export IMPL_ys_sh_xor=0.155
export IMPL_ys_top_cells_by_count="inv_1, ha_1, nor2_1"
export IMPL_finalSetupTns_ns=0
export IMPL_worst_setup_path_end_kind="register"
report_power, final:
group	switching [mW]	leakage, nW	total [mW]	internal, mW
combinational	1.94	4.80	3.82	1.88
sequential	0.0966	0.674	0.628	0.531
clock	0.203	0.151	0.441	0.238
total	2.24	5.63	4.89	2.65
path summary, 6_finish.rpt:
path	endpoint	start
setup / recovery	sum_reg[14]	sad_1[0]
hold / removal	sum_reg[0]	sum_reg[0]
setup reg to reg	sum_reg[14]	sad_1[0]
hold reg to reg	sum_reg[0]	sum_reg[0]
worst min-delay path, stage by stage (launching register included):
cell,delay (ns)
dfxtp_1,0.34
ha_1,0.11
nor2b_1,0.10
per-stage QoR:
stage / hold WS (ns) / area [µm²] / utilization
after floorplan: 0.478 / 10100 / -
final: 0.589 / 12000 / 0.612
after detailed placement: 0.576 / 11700 / 0.597
after CTS: 0.591 / 12000 / 0.612
after global placement: 0.564 / 11700 / 0.597
after global routing: 0.621 / 12000 / 0.612
metal layers:
| layer | wire [µm] | track usage | vias up | part of all wire |
|---|---|---|---|---|
| li1 | - | - | 4443 | - |
| met1 | 11000 | 0.334 | 3677 | 0.53 |
| met2 | 8810 | 0.319 | 165 | 0.42 |
| met3 | 719 | 0.0128 | 17 | 0.034 |
| met4 | 313 | 0.0271 | 0 | 0.015 |
| met5 | 0 | 0 | - | 0 |
layout by cell type (no fill, tap or decap), drive strengths merged, types with 5 or more instances in the layout:
cell type      instances
or2                    8
o31ai                 10
o21bai                13
fa                    16
a21oi                 74
xor3                   9
inv                  155
maj3                  28
clkbuf                 9
o22ai                  8
a221oi                16
xnor2                 99
dfxtp                 81
o211ai                 8
nand2b                 6
mux2                  19
nand3                 12
mux2i                 35
a31oi                 12
buf                    8
ha                   127
o221ai                 5
nand2                 35
xor2                  43
and2                   9
or3                    9
o21a                  12
nand4                 11
nor2                 109
nor3                  11
clkdlybuf4s50        144
o31a                   5
and4                   8
nor2b                 36
o21ai                 38
a21o                  39
and3                   8
a211oi                16
logic make-up (layout without fill, tap and decap cells):
family	Yosys count	after routing
adders and majority gates	171	171
xor gates and xnor gates	154	154
DFF	81	81
buffers and inverters	195	318
muxes	54	54
and+or+nand+nor	275	275
AOI/OAI and AO/OA	286	286
area by class of cell:
cell class | count | area [µm²]
inverters | 150 | 563
well taps | 265 | 332
multi-input cells | 940 | 7720
fillers | 1823 | 7620
repair buffers | 152 | 1500
clock buffers | 9 | 225
flip-flops and latches | 81 | 1620
clock inverters | 7 | 78.8
Power figures rest on the tool's default switching activity, not on a simulated workload.
