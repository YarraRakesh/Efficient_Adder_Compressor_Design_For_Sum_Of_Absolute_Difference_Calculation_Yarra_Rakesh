`flow/design.v`:
```
`timescale 1ns / 1ps
module compressor_3_2(a,b,c,sum,carry);
input	a;
input	b;
input	c;
output	sum;
output	carry;
assign sum = a ^ b ^ c;
assign carry = (a ^ b) ? c : a;
endmodule  
module compressor_4_2(a,b,c,d,cin,sum,carry,cout);
input	a;
input	b;
input	c;
input	d;
input	cin;				 
output	sum;
output	carry;
output	cout;				 
assign s1  = a  ^ b;
assign s2  = c  ^ d;
assign s3  = s1 ^ s2;
assign sum   = s3 ^ cin;
assign carry = s3 ? cin : d;
assign cout  = s1 ? c : a;
endmodule
`timescale 1ns / 1ps
module compressor_82_32_42(A,B,C,D,E,F,G,H,Cin0,Cin1,Cin2,Cin3,Cin4,
                           Sum,Carry,Cout0,Cout1,Cout2,Cout3,Cout4);
 input	A;
 input	B;
 input	C;
 input	D;
 input	E;
 input	F;
 input	G;
 input	H;
 input	Cin0;				 
 input	Cin1;				 
 input	Cin2;				 
 input	Cin3;				 
 input	Cin4;				 
 output	Sum;
 output	Carry;
 output	Cout0;				 
 output	Cout1;				 
 output	Cout2;				 
 output	Cout3;				 
 output	Cout4;				 
compressor_3_2 COMP_3_2_0(
					      .a		(A),
					      .b		(B),
					      .c		(C),
					      .sum	    (Sum_3_2_0),
					      .carry	(Cout0)
					     );
compressor_3_2 COMP_3_2_1(
					      .a		(D),
					      .b		(E),
					      .c		(F),
					      .sum	    (Sum_3_2_1),
					      .carry	(Cout1)
					     );
compressor_3_2 COMP_3_2_2(
					      .a		(G),
					      .b		(H),
					      .c		(Cin0),
					      .sum		(Sum_3_2_2),
					      .carry	(Cout2)
					     );
compressor_3_2 COMP_3_2_3(
					      .a		(Cin1),
					      .b		(Cin2),
					      .c		(Cin3),
					      .sum		(Sum_3_2_3),
					      .carry	(Cout3)
					     );
compressor_4_2	COMP_4_2(
                         .a			(Sum_3_2_0),
                         .b			(Sum_3_2_1),
                         .c			(Sum_3_2_2),
                         .d			(Sum_3_2_3),
                         .cin		(Cin4),
                         .sum		(Sum),
                         .carry		(Carry),
                         .cout		(Cout4)
                        );
endmodule  
`timescale 1ns / 1ps
module compressor_array_82_32_42(P0,P1,P2,P3,P4,P5,P6,P7,Sum);
input	[7:0] P0,P1,P2,P3,P4,P5,P6,P7;
output	[10:0] Sum;
wire    [7:0]  S,Carry,Cout0,Cout1,Cout2,Cout3,Cout4;
wire    [10:0] C;
wire    [2:0]  c_sum;
 compressor_82_32_42 COMPRESSOR_82_32_42_I0(
								      .A(P0[0]),
								      .B(P1[0]),
								      .C(P2[0]),
								      .D(P3[0]),
								      .E(P4[0]),
								      .F(P5[0]),
								      .G(P6[0]),
									  .H(P7[0]),
								      .Cin0(1'b0),
								      .Cin1(1'b0),
								      .Cin2(1'b0),
								      .Cin3(1'b0),
								      .Cin4(1'b0),
								      .Sum(S[0]),
								      .Carry(Carry[0]),
								      .Cout0(Cout0[0]),
								      .Cout1(Cout1[0]),
								      .Cout2(Cout2[0]),
								      .Cout3(Cout3[0]),
								      .Cout4(Cout4[0])
								    );
genvar i;
generate
begin
 	for(i=1; i<=7; i=i+1) begin 
	compressor_82_32_42 COMPRESSOR_82_32_42_I(
  							            .A(P0[i]),
								        .B(P1[i]),
								        .C(P2[i]),
								        .D(P3[i]),
										.E(P4[i]),
										.F(P5[i]),
										.G(P6[i]),
										.H(P7[i]),
										.Cin0(Cout0[i-1]),
										.Cin1(Cout1[i-1]),
										.Cin2(Cout2[i-1]),
										.Cin3(Cout3[i-1]),
										.Cin4(Cout4[i-1]),
										.Sum(S[i]),
										.Carry(Carry[i]),
										.Cout0(Cout0[i]),
										.Cout1(Cout1[i]),
										.Cout2(Cout2[i]),
										.Cout3(Cout3[i]),
										.Cout4(Cout4[i])
										);
	end
end	
endgenerate
full_adder FULL_ADDER_0(
						.i_x1		(Carry[0]),
						.i_x2		(S[1]),
						.i_cin		(1'b0),
						.o_sum		(Sum[1]),
						.o_carry	(C[0])
					   ); 
full_adder FULL_ADDER_1(
						.i_x1		(Carry[1]),
						.i_x2		(S[2]),
						.i_cin		(C[0]),
						.o_sum		(Sum[2]),
						.o_carry	(C[1])
					   );
full_adder FULL_ADDER_2(
						.i_x1		(Carry[2]),
						.i_x2		(S[3]),
						.i_cin		(C[1]),
						.o_sum		(Sum[3]),
						.o_carry	(C[2])
					   );
full_adder FULL_ADDER_3(
						.i_x1		(Carry[3]),
						.i_x2		(S[4]),
						.i_cin		(C[2]),
						.o_sum		(Sum[4]),
						.o_carry	(C[3])
					   );
full_adder FULL_ADDER_4(
						.i_x1		(Carry[4]),
						.i_x2		(S[5]),
						.i_cin		(C[3]),
						.o_sum		(Sum[5]),
						.o_carry	(C[4])
					   );
full_adder FULL_ADDER_5(
						.i_x1		(Carry[5]),
						.i_x2		(S[6]),
						.i_cin		(C[4]),
						.o_sum		(Sum[6]),
						.o_carry	(C[5])
					   );
full_adder FULL_ADDER_6(
						.i_x1		(Carry[6]),
						.i_x2		(S[7]),
						.i_cin		(C[5]),
						.o_sum		(Sum[7]),
						.o_carry	(C[6])
					   ); 
full_adder FULL_ADDER_8(
						.i_x1		(C[6]),
						.i_x2		(Cout0[7]),
						.i_cin		(Cout1[7]),
						.o_sum		(c_sum[0]),
						.o_carry	(C[7])
					   );
full_adder FULL_ADDER_9(
						.i_x1		(Cout2[7]),
						.i_x2		(Cout3[7]),
						.i_cin		(Cout4[7]),
						.o_sum		(c_sum[1]),
						.o_carry	(C[8])
					   );
full_adder FULL_ADDER_10(
						.i_x1		(c_sum[0]),
						.i_x2		(c_sum[1]),
						.i_cin		(Carry[7]),
						.o_sum		(Sum[8]),
						.o_carry	(C[9])
					   );
full_adder FULL_ADDER_11(
						.i_x1		(C[7]),
						.i_x2		(C[9]),
						.i_cin		(C[8]),
						.o_sum		(c_sum[2]),
						.o_carry	(C[10])
					   );
assign Sum[9]  = c_sum[2];
assign Sum[10] = C[10];
assign Sum[0]  = S[0];
endmodule  
`timescale 1ns / 1ps
module full_adder(i_x1,i_x2,i_cin,o_sum,o_carry);
  input  i_x1;                
  input  i_x2;                
  input  i_cin;             
  output o_sum;
  output o_carry;
  wire   w_WIRE_1;
  wire   w_WIRE_2;
  wire   w_WIRE_3;
  assign w_WIRE_1 =  i_x1 ^ i_x2;
  assign w_WIRE_2 =   w_WIRE_1  & i_cin;
  assign w_WIRE_3 = (!w_WIRE_1) & i_x1;
  assign o_sum   =  w_WIRE_1 ^ i_cin;
  assign o_carry =  w_WIRE_2 | w_WIRE_3;
endmodule  
`timescale 1ns / 1ps
module ripple_carry_adder 
  #(parameter WIDTH = 2)
  (
   input [WIDTH-1:0] i_add_term1,
   input [WIDTH-1:0] i_add_term2,
   input                      i_carry_in,
   output [WIDTH:0]  o_result
   );
  wire [WIDTH:0]     w_CARRY;
  wire [WIDTH-1:0]   w_SUM;
   assign w_CARRY[0] = i_carry_in;
  genvar             ii;
  generate 
    for (ii=0; ii<WIDTH; ii=ii+1) 
      begin
        full_adder FA_rca( 
                          .i_x1     (i_add_term1[ii]),
                          .i_x2     (i_add_term2[ii]),
                          .i_cin    (w_CARRY[ii]),
                          .o_sum    (w_SUM[ii]),
                          .o_carry  (w_CARRY[ii+1])
                         );
      end
  endgenerate
  assign o_result = {w_CARRY[WIDTH], w_SUM};    
endmodule  
`timescale 1ns / 1ps
module sad_8_2_arch2(clk,reset,org0,org1,org2,org3,org4,org5,org6,org7,
                               ref0,ref1,ref2,ref3,ref4,ref5,ref6,ref7,final_sum);
input          clk,reset; 
input	[7:0]  ref0,ref1,ref2,ref3,ref4,ref5,ref6,ref7;
input	[7:0]  org0,org1,org2,org3,org4,org5,org6,org7;
output	[15:0] final_sum;
wire	[10:0] sad_sum;
wire    [15:0]  rca_sum;
reg     [15:0]  sum_reg;
reg     [7:0]   sad_0,sad_1,sad_2,sad_3,sad_4,sad_5,sad_6,sad_7;
always @(posedge clk)
begin
  if(reset)
	sad_0 <= 8'd0;  
  else if (org0 > ref0)
	sad_0 <= org0 - ref0;
  else  
	sad_0 <= ref0 - org0;
end      
always @(posedge clk)
begin
  if(reset)
	sad_1 <= 8'd0;  
  else if (org1 > ref1)
	sad_1 <= org1 - ref1;
  else  
	sad_1 <= ref1 - org1;
end      
always @(posedge clk)
begin
  if(reset)
	sad_2 <= 8'd0;  
  else if (org2 > ref2)
	sad_2 <= org2 - ref2;
  else  
	sad_2 <= ref2 - org2;
end      
always @(posedge clk)
begin
  if(reset)
	sad_3 <= 8'd0;  
  else if (org3 > ref3)
	sad_3 <= org3 - ref3;
  else  
	sad_3 <= ref3 - org3;
end      
always @(posedge clk)
begin
  if(reset)
	sad_4 <= 8'd0;  
  else if (org4 > ref4)
	sad_4 <= org4 - ref4;
  else  
	sad_4 <= ref4 - org4;
end      
always @(posedge clk)
begin
  if(reset)
	sad_5 <= 8'd0;  
  else if (org5 > ref5)
	sad_5 <= org5 - ref5;
  else  
	sad_5 <= ref5 - org5;
end      
always @(posedge clk)
begin
  if(reset)
	sad_6 <= 8'd0;  
  else if (org6 > ref6)
	sad_6 <= org6 - ref6;
  else  
	sad_6 <= ref6 - org6;
end      
always @(posedge clk)
begin
  if(reset)
	sad_7 <= 8'd0;  
  else if (org7 > ref7)
	sad_7 <= org7 - ref7;
  else  
	sad_7 <= ref7 - org7;
end    
compressor_array_82_32_42 COMPRESSOR_ARRAY_82_32_42(
											        .P0		(sad_0),
											        .P1		(sad_1),
											        .P2		(sad_2),
											        .P3		(sad_3),
													.P4		(sad_4),
													.P5		(sad_5),
													.P6		(sad_6),
													.P7		(sad_7),
													.Sum	(sad_sum)
													); 
ripple_carry_adder #(.WIDTH(15)) RCA_inst_1_1(
                                              .i_add_term1   ({4'd0,sad_sum}),
                                              .i_add_term2   (sum_reg[14:0]),
   											  .i_carry_in    (1'b0),   
                                              .o_result      (rca_sum)
                                             );	
reg reset_l;											 
always @ (posedge clk)
begin
	reset_l <= reset;
end
always @(posedge clk)
begin
	if(reset_l)
		sum_reg <= 16'd0;
	else
		sum_reg <= rca_sum[15:0];
end
assign final_sum = sum_reg[15:0];
endmodule  
```
`flow/run.sh`:
```
#!/bin/bash
# OpenROAD 26Q1-2900-gdf79404cd8, Yosys 0.63+post, stock flow scripts
make -C /OpenROAD-flow-scripts/flow DESIGN_CONFIG=/design/flow/config.mk WORK_HOME=/design/flow/orfs finish
```
`flow/config.mk`:
```
export PLATFORM = sky130hd
export DESIGN_NAME = sad_8_2_arch2
export DESIGN_NICKNAME = sad_8_2_arch2
export VERILOG_FILES = /design/flow/design.v
export SDC_FILE = /design/flow/constraint.sdc
export NUM_CORES = 4
export LEC_CHECK = 1
export CORE_UTILIZATION = 50
```
`flow/constraint.sdc`:
```
current_design sad_8_2_arch2

set clk_period 9.4
set clk_io_pct 0.2

create_clock -name clk0 -period $clk_period [get_ports {clk}]

set non_clock_inputs [all_inputs -no_clocks]
set_input_delay [expr $clk_period * $clk_io_pct] -clock clk0 $non_clock_inputs
set_output_delay [expr $clk_period * $clk_io_pct] -clock clk0 [all_outputs]
```
==> results.sh <==
# source this file to load flow results
export IMPL_grt_first_pass_wirelength_mm=31.4
export IMPL_top_level_ports=146
export IMPL_proportion_of_register_bits_with_asynchronous_set_or_reset_after_synthesis=0
export IMPL_route_vias_total=7393
export IMPL_die_size_y_um=139
export IMPL_dpl_instance_area_sq_mm=0.0110
export IMPL_post_synth_inst_count=1104
export IMPL_ys_seq_share=0.173
export IMPL_synth_cell_type_count=62
export IMPL_tightestPinTransition_ps=943
export IMPL_final_standard_cell_area_without_fillers_sq_mm=0.0113
export IMPL_timing_critical_path_to_type="flip-flop"
export IMPL_timing_final_setup_violations=0
export IMPL_number_of_antenna_violations_at_the_first_check_in_global_routing=0
export IMPL_fmaxAchievable_mhz=172
export IMPL_tool_warnings=82
export IMPL_setup_slack_of_the_most_critical_reg_to_reg_path_ps=3570
export IMPL_synth_area_top_cells="sky130_fd_sc_hd__dfxtp_1 17%, sky130_fd_sc_hd__ha_1 17%, sky130_fd_sc_hd__xnor2_1 9.7%"
export IMPL_ys_cells=1104
export IMPL_timing_critical_path_to="sum_reg[14]$_SDFF_PP0_"
export IMPL_reg2reg_depth=20
export IMPL_clk_insertion_delay_late_ps=330
export IMPL_antenna_cells_inserted=0
export IMPL_largest_type_area_fraction=0.173
export IMPL_std_cell_rows=49
export IMPL_timing_setup_critical_path_class="reg2reg"
export IMPL_hold_path_class="reg2reg"
export IMPL_common_cells="165 x sky130_fd_sc_hd__inv_1, 129 x sky130_fd_sc_hd__ha_1, 104 x sky130_fd_sc_hd__xnor2_1, 94 x sky130_fd_sc_hd__nor2_1, 81 x sky130_fd_sc_hd__dfxtp_1"
export IMPL_die_extent_in_x_um=139
export IMPL_finalWorstPathRequiredPeriod_ps=5830
export IMPL_core_area_sq_mm=0.0181
export IMPL_clkSinkCount=81
export IMPL_hold_violations=0
export IMPL_chip_area_sq_mm=0.0193
export IMPL_timing_final_max_slew_violations=0
export IMPL_worst_endpoint_arrival_ps=6030
export IMPL_buffer_ports_inserted=145
export IMPL_cts_tree="done"
export IMPL_grt_pass1_vias=6848
export IMPL_avgSynthCellArea_sq_um=8.49
export IMPL_cp_max_fo=11
export IMPL_clock_tree_htree_level_count=3
export IMPL_cts_resized=0
export IMPL_rsz0062_at_grt="false"
export IMPL_drt_first_iter_violations=247
export IMPL_clockRootBuffer="sky130_fd_sc_hd__clkbuf_16"
export IMPL_flow_area_growth_from_synthesis_pct=20.7
export IMPL_critPathLaunchType="flip-flop"
export IMPL_wire_per_inst_um=12.4
export IMPL_drc_errors=0
export IMPL_maximum_number_of_pins_on_one_net_before_global_route_repair=66
export IMPL_fp_utilization=0.517
export IMPL_yosysChipArea_sq_mm=0.00938
export IMPL_worst_ep_required_time_ps=9600
export IMPL_synthesis_area_sq_mm=0.00938
export IMPL_cts_buffer_count=9
export IMPL_synth_edff_count=0
export IMPL_post_dp_hpwl_mm=15.5
export IMPL_worst_setup_hold_path_clk_slew_ps=60
export IMPL_post_cts_setup_buffer_count=0
export IMPL_crit_reg2reg_capture="sum_reg[14]$_SDFF_PP0_"
export IMPL_totalNegativeSetupSlack_ps=0
export IMPL_globalplace_congestion=0.854
export IMPL_max_ffs_per_register=16
export IMPL_cellPowerDensity_mw_per_mm2=292
export IMPL_top_reg_cell_synth="sky130_fd_sc_hd__dfxtp_1"
export IMPL_max_cap_viol_count=0
export IMPL_detail_route_first_pass_iterations=13
export IMPL_synth_flops=81
export IMPL_totalWireLength_mm=18.2
export IMPL_timing_critical_path_from="sad_0[0]$_SDFF_PP0_"
export IMPL_tot_gr_track_use=0.200
export IMPL_count_of_hold_buffers_inserted_by_post_cts_repair=0
export IMPL_r2r_start="sad_0[0]$_SDFF_PP0_"
export IMPL_detail_route_vias_per_cell=5.05
export IMPL_status="completed"
export IMPL_vdd_ir_drop_max_uv=208
export IMPL_overflow=0
export IMPL_fin_crit_sh=0.620
export IMPL_layout_drive_gt1_share=0.0567
export IMPL_drtAntennaViolNets=0
export IMPL_static_leakage_power_nw=5.43
export IMPL_timing_max_slew_rel_slack=0.371
export IMPL_yosys_warnings=8
export IMPL_cts_path_max_buffers=2
export IMPL_fin_worst_skew_ps=5.43
export IMPL_synth_top_cell_by_count="sky130_fd_sc_hd__inv_1"
export IMPL_synthDominantAreaCellType="sky130_fd_sc_hd__dfxtp_1"
## per-stage QoR
stage / utilization / std cells / hold WS [ps] / power [mW] / setup WS (ps)
after floorplan: - / 1104 / 478 / 2.57 / 3920
after global placement: 0.605 / 1449 / 564 / 2.89 / 3510
after detailed placement: 0.605 / 1449 / 577 / 2.92 / 3480
after CTS: 0.624 / 1464 / 587 / 3.33 / 3580
after global routing: 0.624 / 1464 / 617 / 3.64 / 3300
final: 0.624 / 1464 / 584 / 3.30 / 3570
## metal layers
metal | vias to the layer above | share of wire | global-route usage
met5 | - | 0 | 0
met4 | 0 | 0.0064 | 0.0117
met3 | 10 | 0.030 | 0.0183
met2 | 126 | 0.43 | 0.316
met1 | 3302 | 0.53 | 0.317
li1 | 3955 | - | -
## critical path, cell delays in order (launching register included)
cell	delay (ps)
sky130_fd_sc_hd__dfxtp_1	320
sky130_fd_sc_hd__maj3_2	330
sky130_fd_sc_hd__xnor2_1	280
sky130_fd_sc_hd__xor3_1	510
sky130_fd_sc_hd__maj3_1	370
sky130_fd_sc_hd__ha_1	260
sky130_fd_sc_hd__maj3_2	410
sky130_fd_sc_hd__or4_1	540
sky130_fd_sc_hd__o31ai_1	120
sky130_fd_sc_hd__o31ai_4	120
sky130_fd_sc_hd__a31oi_1	300
sky130_fd_sc_hd__o21ai_1	140
sky130_fd_sc_hd__a31oi_2	250
sky130_fd_sc_hd__a21oi_2	110
sky130_fd_sc_hd__maj3_2	320
sky130_fd_sc_hd__maj3_2	320
sky130_fd_sc_hd__ha_1	200
sky130_fd_sc_hd__ha_1	200
sky130_fd_sc_hd__ha_1	200
sky130_fd_sc_hd__ha_1	280
sky130_fd_sc_hd__nor2b_1	120
## report_power, final
| part | internal (mW) | leakage [nW] | total (mW) | switching, mW |
|---|---|---|---|---|
| sequential | 0.421 | 0.674 | 0.478 | 0.0570 |
| clock | 0.260 | 0.163 | 0.397 | 0.137 |
| combinational | 1.22 | 4.59 | 2.43 | 1.21 |
## cell usage in the layout, fill, tap and decap left out, types with 33 or more instances in the layout
cell	count
sky130_fd_sc_hd__a21o_1	37
sky130_fd_sc_hd__inv_1	165
sky130_fd_sc_hd__nor2_1	94
sky130_fd_sc_hd__xnor2_1	104
sky130_fd_sc_hd__ha_1	129
sky130_fd_sc_hd__nor2b_1	34
sky130_fd_sc_hd__xor2_1	35
sky130_fd_sc_hd__dfxtp_1	81
sky130_fd_sc_hd__clkdlybuf4s50_1	144
sky130_fd_sc_hd__a21oi_1	53
sky130_fd_sc_hd__o21ai_0	37
sky130_fd_sc_hd__nand2_1	33
## how the worst min path moves through the flow
stage | depth (start not counted) | from | end
after global routing | 2 | sum_reg[12]$_SDFF_PP0_ | sum_reg[12]$_SDFF_PP0_
final | 2 | sum_reg[12]$_SDFF_PP0_ | sum_reg[12]$_SDFF_PP0_
after CTS | 2 | sum_reg[12]$_SDFF_PP0_ | sum_reg[12]$_SDFF_PP0_
## layout make-up
type / count / area [sq um]
timing repair buffer: 152 / 1500
sequential: 81 / 1620
fill: 1572 / 6830
multi-input combinational: 822 / 6950
tap: 229 / 287
clock buffer: 9 / 225
clock inverter: 6 / 115
inverter: 165 / 619
## logic make-up after synthesis
logic type	synth area share
flops	0.173
simple gates	0.111
mux	0.0526
fa+ha+maj	0.256
buf+inv	0.0873
compound gates	0.157
xor+xnor	0.163
Power and IR drop assume default switching activity.
