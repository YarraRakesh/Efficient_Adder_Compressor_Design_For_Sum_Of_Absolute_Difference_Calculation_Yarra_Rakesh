$ cat constraint.sdc
current_design sad_8_2_arch3

set clk_period 9.0
set clk_io_pct 0.2

create_clock -name clk0 -period $clk_period [get_ports {clk}]

set non_clock_inputs [all_inputs -no_clocks]
set_input_delay [expr $clk_period * $clk_io_pct] -clock clk0 $non_clock_inputs
set_output_delay [expr $clk_period * $clk_io_pct] -clock clk0 [all_outputs]
$ cat config.mk
export PLATFORM = sky130hd
export DESIGN_NAME = sad_8_2_arch3
export DESIGN_NICKNAME = sad_8_2_arch3
export VERILOG_FILES = /design/flow/design.v
export SDC_FILE = /design/flow/constraint.sdc
export NUM_CORES = 4
export LEC_CHECK = 1
export CORE_UTILIZATION = 50
$ cat run.sh
#!/bin/bash
# OpenROAD 26Q1-2900-gdf79404cd8, Yosys 0.63+post, stock flow scripts
make -C /OpenROAD-flow-scripts/flow DESIGN_CONFIG=/design/flow/config.mk WORK_HOME=/design/flow/orfs finish
$ cat design.v
`timescale 1ns / 1ps
module compressor_3_2(a,b,c,sum,carry);
input	a;
input	b;
input	c;
output	sum;
output	carry;
assign sum = a ^ b ^ c;
assign carry = (a ^ b) ? c : a;
endmodule  
module compressor_4_2(a,b,c,d,cin,sum,carry,cout);
input	a;
input	b;
input	c;
input	d;
input	cin;				 
output	sum;
output	carry;
output	cout;				 
assign s1  = a  ^ b;
assign s2  = c  ^ d;
assign s3  = s1 ^ s2;
assign sum   = s3 ^ cin;
assign carry = s3 ? cin : d;
assign cout  = s1 ? c : a;
endmodule
module compress_5_2(a,b,c,d,e,ci1,ci2,sum,carry,co1,co2);
input	a;
input	b;
input	c;
input	d;
input	e;
input	ci1;				 
input	ci2;				 
output	sum;
output	carry;
output	co1;				 
output	co2;				 
assign s1 = b  ^ c;
assign s2 = d  ^ e;
assign s3 = a  ^ ci1;
assign s4 = s1 ^ s2;
assign s5 = s3 ^ s4;
assign sum     =  s5 ^ ci2;
assign carry   =  s5 ? ci2 : a;
assign co1     =  s2 ? b : d;
assign co2     =  s4 ? ci1 : c;
endmodule
`timescale 1ns / 1ps
module compressor_82_52_42_32(A,B,C,D,E,F,G,H,Cin0,Cin1,Cin2,Cin3,Cin4,
                              Sum,Carry,Cout0,Cout1,Cout2,Cout3,Cout4);
 input	A;
 input	B;
 input	C;
 input	D;
 input	E;
 input	F;
 input	G;
 input	H;
 input	Cin0;				 
 input	Cin1;				 
 input	Cin2;				 
 input	Cin3;				 
 input	Cin4;				 
 output	Sum;
 output	Carry;
 output	Cout0;				 
 output	Cout1;				 
 output	Cout2;				 
 output	Cout3;				 
 output	Cout4;				 
compress_5_2 COMP_5_2(
					  .a		(A),
					  .b		(B),
					  .c		(C),
					  .d		(D),
					  .e		(E),
					  .ci1	    (Cin0),
					  .ci2	    (Cin1),
					  .sum	    (Sum_5_2),
					  .carry	(Cout2),
					  .co1		(Cout0),
					  .co2		(Cout1)
					);
compressor_4_2	COMP_4_2(
                         .a			(F),
                         .b			(G),
                         .c			(H),
                         .d			(Cin2),
                         .cin		(Cin3),
                         .sum		(Sum_4_2),
                         .carry		(Cout4),
                         .cout		(Cout3)
                        );
compressor_3_2 COMP_3_2(
					    .a		(Sum_5_2),
					    .b		(Sum_4_2),
					    .c		(Cin4),
					    .sum	(Sum),
					    .carry	(Carry)
					   );
endmodule  
`timescale 1ns / 1ps
module compressor_array_82_52_42_32(P0,P1,P2,P3,P4,P5,P6,P7,Sum);
input	[7:0] P0,P1,P2,P3,P4,P5,P6,P7;
output	[10:0] Sum;
wire    [7:0]  S,Carry,Cout0,Cout1,Cout2,Cout3,Cout4;
wire    [10:0] C;
wire    [2:0]  c_sum;
 compressor_82_52_42_32 COMPRESSOR_82_52_42_32(
								      .A(P0[0]),
								      .B(P1[0]),
								      .C(P2[0]),
								      .D(P3[0]),
								      .E(P4[0]),
								      .F(P5[0]),
								      .G(P6[0]),
									  .H(P7[0]),
								      .Cin0(1'b0),
								      .Cin1(1'b0),
								      .Cin2(1'b0),
								      .Cin3(1'b0),
								      .Cin4(1'b0),
								      .Sum(S[0]),
								      .Carry(Carry[0]),
								      .Cout0(Cout0[0]),
								      .Cout1(Cout1[0]),
								      .Cout2(Cout2[0]),
								      .Cout3(Cout3[0]),
								      .Cout4(Cout4[0])
								    );
genvar i;
generate
begin
 	for(i=1; i<=7; i=i+1) begin 
	compressor_82_52_42_32 COMPRESSOR_82_52_42_32(
  							            .A(P0[i]),
								        .B(P1[i]),
								        .C(P2[i]),
								        .D(P3[i]),
										.E(P4[i]),
										.F(P5[i]),
										.G(P6[i]),
										.H(P7[i]),
										.Cin0(Cout0[i-1]),
										.Cin1(Cout1[i-1]),
										.Cin2(Cout2[i-1]),
										.Cin3(Cout3[i-1]),
										.Cin4(Cout4[i-1]),
										.Sum(S[i]),
										.Carry(Carry[i]),
										.Cout0(Cout0[i]),
										.Cout1(Cout1[i]),
										.Cout2(Cout2[i]),
										.Cout3(Cout3[i]),
										.Cout4(Cout4[i])
										);
	end
end	
endgenerate
full_adder FULL_ADDER_0(
						.i_x1		(Carry[0]),
						.i_x2		(S[1]),
						.i_cin		(1'b0),
						.o_sum		(Sum[1]),
						.o_carry	(C[0])
					   ); 
full_adder FULL_ADDER_1(
						.i_x1		(Carry[1]),
						.i_x2		(S[2]),
						.i_cin		(C[0]),
						.o_sum		(Sum[2]),
						.o_carry	(C[1])
					   );
full_adder FULL_ADDER_2(
						.i_x1		(Carry[2]),
						.i_x2		(S[3]),
						.i_cin		(C[1]),
						.o_sum		(Sum[3]),
						.o_carry	(C[2])
					   );
full_adder FULL_ADDER_3(
						.i_x1		(Carry[3]),
						.i_x2		(S[4]),
						.i_cin		(C[2]),
						.o_sum		(Sum[4]),
						.o_carry	(C[3])
					   );
full_adder FULL_ADDER_4(
						.i_x1		(Carry[4]),
						.i_x2		(S[5]),
						.i_cin		(C[3]),
						.o_sum		(Sum[5]),
						.o_carry	(C[4])
					   );
full_adder FULL_ADDER_5(
						.i_x1		(Carry[5]),
						.i_x2		(S[6]),
						.i_cin		(C[4]),
						.o_sum		(Sum[6]),
						.o_carry	(C[5])
					   );
full_adder FULL_ADDER_6(
						.i_x1		(Carry[6]),
						.i_x2		(S[7]),
						.i_cin		(C[5]),
						.o_sum		(Sum[7]),
						.o_carry	(C[6])
					   ); 
full_adder FULL_ADDER_8(
						.i_x1		(C[6]),
						.i_x2		(Cout0[7]),
						.i_cin		(Cout1[7]),
						.o_sum		(c_sum[0]),
						.o_carry	(C[7])
					   );
full_adder FULL_ADDER_9(
						.i_x1		(Cout2[7]),
						.i_x2		(Cout3[7]),
						.i_cin		(Cout4[7]),
						.o_sum		(c_sum[1]),
						.o_carry	(C[8])
					   );
full_adder FULL_ADDER_10(
						.i_x1		(c_sum[0]),
						.i_x2		(c_sum[1]),
						.i_cin		(Carry[7]),
						.o_sum		(Sum[8]),
						.o_carry	(C[9])
					   );
full_adder FULL_ADDER_11(
						.i_x1		(C[7]),
						.i_x2		(C[9]),
						.i_cin		(C[8]),
						.o_sum		(c_sum[2]),
						.o_carry	(C[10])
					   );
assign Sum[9]  = c_sum[2];
assign Sum[10] = C[10];
assign Sum[0]  = S[0];
endmodule  
`timescale 1ns / 1ps
module full_adder(i_x1,i_x2,i_cin,o_sum,o_carry);
  input  i_x1;                
  input  i_x2;                
  input  i_cin;             
  output o_sum;
  output o_carry;
  wire   w_WIRE_1;
  wire   w_WIRE_2;
  wire   w_WIRE_3;
  assign w_WIRE_1 =  i_x1 ^ i_x2;
  assign w_WIRE_2 =   w_WIRE_1  & i_cin;
  assign w_WIRE_3 = (!w_WIRE_1) & i_x1;
  assign o_sum   =  w_WIRE_1 ^ i_cin;
  assign o_carry =  w_WIRE_2 | w_WIRE_3;
endmodule  
`timescale 1ns / 1ps
module ripple_carry_adder 
  #(parameter WIDTH = 2)
  (
   input [WIDTH-1:0] i_add_term1,
   input [WIDTH-1:0] i_add_term2,
   input                      i_carry_in,
   output [WIDTH:0]  o_result
   );
  wire [WIDTH:0]     w_CARRY;
  wire [WIDTH-1:0]   w_SUM;
   assign w_CARRY[0] = i_carry_in;
  genvar             ii;
  generate 
    for (ii=0; ii<WIDTH; ii=ii+1) 
      begin
        full_adder FA_rca( 
                          .i_x1     (i_add_term1[ii]),
                          .i_x2     (i_add_term2[ii]),
                          .i_cin    (w_CARRY[ii]),
                          .o_sum    (w_SUM[ii]),
                          .o_carry  (w_CARRY[ii+1])
                         );
      end
  endgenerate
  assign o_result = {w_CARRY[WIDTH], w_SUM};    
endmodule  
`timescale 1ns / 1ps
module sad_8_2_arch3(clk,reset,org0,org1,org2,org3,org4,org5,org6,org7,
                               ref0,ref1,ref2,ref3,ref4,ref5,ref6,ref7,final_sum);
input          clk,reset; 
input	[7:0]  ref0,ref1,ref2,ref3,ref4,ref5,ref6,ref7;
input	[7:0]  org0,org1,org2,org3,org4,org5,org6,org7;
output	[15:0] final_sum;
wire	[10:0] sad_sum;
wire    [15:0]  rca_sum;
reg     [15:0]  sum_reg;
reg     [7:0]   sad_0,sad_1,sad_2,sad_3,sad_4,sad_5,sad_6,sad_7;
always @(posedge clk)
begin
  if(reset)
	sad_0 <= 8'd0;  
  else if (org0 > ref0)
	sad_0 <= org0 - ref0;
  else  
	sad_0 <= ref0 - org0;
end      
always @(posedge clk)
begin
  if(reset)
	sad_1 <= 8'd0;  
  else if (org1 > ref1)
	sad_1 <= org1 - ref1;
  else  
	sad_1 <= ref1 - org1;
end      
always @(posedge clk)
begin
  if(reset)
	sad_2 <= 8'd0;  
  else if (org2 > ref2)
	sad_2 <= org2 - ref2;
  else  
	sad_2 <= ref2 - org2;
end      
always @(posedge clk)
begin
  if(reset)
	sad_3 <= 8'd0;  
  else if (org3 > ref3)
	sad_3 <= org3 - ref3;
  else  
	sad_3 <= ref3 - org3;
end      
always @(posedge clk)
begin
  if(reset)
	sad_4 <= 8'd0;  
  else if (org4 > ref4)
	sad_4 <= org4 - ref4;
  else  
	sad_4 <= ref4 - org4;
end      
always @(posedge clk)
begin
  if(reset)
	sad_5 <= 8'd0;  
  else if (org5 > ref5)
	sad_5 <= org5 - ref5;
  else  
	sad_5 <= ref5 - org5;
end      
always @(posedge clk)
begin
  if(reset)
	sad_6 <= 8'd0;  
  else if (org6 > ref6)
	sad_6 <= org6 - ref6;
  else  
	sad_6 <= ref6 - org6;
end      
always @(posedge clk)
begin
  if(reset)
	sad_7 <= 8'd0;  
  else if (org7 > ref7)
	sad_7 <= org7 - ref7;
  else  
	sad_7 <= ref7 - org7;
end    
compressor_array_82_52_42_32 compressor_array_82_52_42_32(
														  .P0		(sad_0),
											              .P1		(sad_1),
											              .P2		(sad_2),
											              .P3		(sad_3),
													      .P4		(sad_4),
													      .P5		(sad_5),
													      .P6		(sad_6),
													      .P7		(sad_7),
													      .Sum	    (sad_sum)
													     ); 
ripple_carry_adder #(.WIDTH(15)) RCA_inst_1_1(
                                              .i_add_term1   ({4'd0,sad_sum}),
                                              .i_add_term2   (sum_reg[14:0]),
   											  .i_carry_in    (1'b0),   
                                              .o_result      (rca_sum)
                                             );	
reg reset_l;											 
always @ (posedge clk)
begin
	reset_l <= reset;
end
always @(posedge clk)
begin
	if(reset_l)
		sum_reg <= 16'd0;
	else
		sum_reg <= rca_sum[15:0];
end
assign final_sum = sum_reg[15:0];
endmodule  
==> run summary <==
Reg2Reg Depth = 19
root buf cell = clkbuf_16
CTS Buf Count = 9
fin worst setup slack = 3.26 ns
DP HPWL = 15700 um
PnR Total Power = 4.07 mW
RSZ-0062 raised after global routing = false
non-filler cells, final = 1498
Synth Flop Type = dfxtp_1
layout cells sized above 1 = 5.22%
post-CTS sizing = 0
I/O Buffers = 145
Via Count = 7490
Largest register FFs = 16
top cells, area = dfxtp_1 (17%), ha_1 (17%), xnor2_1 (9.1%)
Cell Rows = 50
Worst setup SP type = register
routed wire length = 18300 um
Crit Path Class = reg -> reg
DRC viols = 0
static leakage = 5.52 nW
slew margin rel. = 46.8%
synth unique cells = 64
most frequent cells in the layout = inv_1 (171), clkdlybuf4s50_1 (144), ha_1 (129), nor2_1 (101), xnor2_1 (99)
clock sink total = 81
fin util = 61.2%
Worst Path Max Fanout = 10
post-layout period usage of the worst path = 63.8%
# setup viols final = 0
Vias/cell = 5.00
clk_skew = 0.00511 ns
antenna violations before repair = 0
synth-to-layout area growth = 20.3%
Slew Limit Fails = 0
worst-margin pin slew = 0.798 ns
top cell type's share of synthesized area = 17.0%
routed length per instance = 12.2 um
core area = 0.0187 mm^2
Commonest Layout Cell = inv_1
Async SR Flop Fraction = 0%
Placed Instances = 1482
post-synthesis register bit count = 81
total track usage = 19.6%
number of OpenROAD warnings = 82
chip area = 0.0196 mm^2
Hold Path Depth = 2
Post-CTS Hold Fix Bufs = 0
die width = 140 um
Clk pin slew, worst setup/hold paths = 0.06 ns
synthesized instance count = 1127
Design Area, Final = 0.0115 mm^2
Late-Pin Clk Latency = 0.34 ns
YS chip area = 0.00953 mm^2
flip-flops with a built-in enable = 0
Data required, critical path = 9.21 ns
Hold Path Class = reg -> reg
IO Pins = 146
Max H-tree Level = 3
Inserted Diodes = 0
crit end category = register
Peak supply drop = 0.352 mV
GP Congestion = 0.859
post-place setup slack = 3.13 ns
GRT overflow = 0
Yosys Warn Count = 11
Synth Seq Share = 17.0%
TNS Setup = 0 ns
Avg Cell Area, Syn = 8.45 um^2
Power Dens Cells = 355 mW/mm^2
DP Area = 0.0112 mm^2
first-pass GRT wire length = 31500 um
die height = 140 um
largest net degree at the start of global routing = 66
antenna-violating nets left = 0
drt first pass iters = 4
CTS Buffer Depth = 2
yosys cell count = 1127
Hold Fails Final Rpt = 0
post-route minimum period = 5.74 ns
cell taking the most area after synthesis = dfxtp_1
Min Hold Slack = 0.582 ns
crit path DAT = 5.95 ns
initial drt markers = 251
CTS tree = done
FP Util = 50.9%
status = complete, no violations
vias in the first global route = 7086
postcts setup bufs = 0
Mapped Area = 0.00953 mm^2
max cap viols = 0
Fmax = 174 MHz
synthesized netlist by cell type (13+ instances only):
library cell	number
inv_1	171
ha_1	129
nor2_1	101
xnor2_1	99
dfxtp_1	81
a21oi_1	61
o21ai_0	44
a21o_1	42
nand2_1	40
mux2i_1	37
xor2_1	35
maj3_1	32
nor2b_1	31
clkbuf_1	18
fa_1	16
mux2_2	16
a211oi_1	15
buf_4	15
a221oi_1	13
worst paths after layout:
path / startpoint / to / slack [ns]
hold reg to reg: sum_reg[12] / sum_reg[12] / 0.58
setup / recovery: sad_3[3] / sum_reg[14] / 3.26
setup reg to reg: sad_3[3] / sum_reg[14] / 3.26
hold / removal: sum_reg[12] / sum_reg[12] / 0.58
layer usage:
layer,up-vias,part of all wire [%],GRT usage (%)
met5,-,0,0
met4,0,1.0,1.91
met3,14,3.7,2.30
met2,115,45,32.8
met1,3308,50,28.5
li1,4053,-,-
critical path, cell delays in order (launching register included):
cell       delay, ns
dfxtp_1         0.36
xor3_1          0.47
maj3_1          0.43
maj3_1          0.51
a21oi_1         0.35
nand2_1         0.16
mux2i_1         0.16
or4_1           0.43
a21oi_1         0.46
o21ai_0         0.29
o2111ai_1       0.15
o21ai_1         0.10
a211oi_2        0.27
o21ai_1         0.14
maj3_2          0.32
ha_1            0.20
ha_1            0.20
ha_1            0.20
ha_1            0.28
nor2b_1         0.12
power by group:
part           switching, mW  internal [mW]
Clock                  0.147          0.217
Combinational           1.68           1.52
Sequential            0.0619          0.445
cell families (layout without fill, tap and decap cells):
group / after synthesis / after routing / synth area share (%)
compound gates: 229 / 229 / 16.3
xor+xnor: 151 / 151 / 16.2
fa+ha+maj: 184 / 184 / 24.5
buf+inv: 204 / 341 / 8.63
flops: 81 / 81 / 17.0
mux: 55 / 55 / 6.13
simple gates: 223 / 223 / 11.2
final cells by class:
| class | count | area [um^2] |
|---|---|---|
| inverters | 171 | 642 |
| repair buffers | 154 | 1510 |
| clock buffers | 9 | 225 |
| fillers | 1662 | 7250 |
| flip-flops and latches | 81 | 1620 |
| well taps | 234 | 293 |
| multi-input cells | 842 | 7080 |
| clock inverters | 7 | 77.6 |
No activity file was given, so power comes from the tool's default toggle rates.
